### flow/design.v
`timescale 1ns / 1ps
    module counterFromZeroToLimit #
    (
        parameter integer C_WIDTH = 8
    )
    (
        output reg [C_WIDTH - 1 : 0] oCount,
        input wire [C_WIDTH - 1 : 0] iLimit,
        input wire iClk,
        input wire iRst,
        input wire iEn
    );
    always @(posedge iClk or negedge iRst) begin
        if (!iRst) begin
            oCount <= 0;
        end else begin
            if(iEn) begin
                if (oCount < iLimit - 1) begin
                    oCount <= oCount + 1;
                end else begin
                    oCount <= 0;
                end
            end
        end
    end
    endmodule
`timescale 1ns / 1ps
    module lcdTimCtrlCore #
    (
        parameter integer C_HOR_WIDTH = 8,
        parameter integer C_VER_WIDTH = 8
    )
    (
        output reg oHSynch,
        output reg oVSynch,
        output reg oEnVideo,
        output reg [C_HOR_WIDTH - 1 : 0] oHAddr,
        output reg [C_VER_WIDTH - 1 : 0] oVAddr,
        input wire [C_HOR_WIDTH - 1 : 0] iHWidth,
        input wire [C_HOR_WIDTH - 1 : 0] iHBackPorch,
        input wire [C_HOR_WIDTH - 1 : 0] iHFrontPorch,
        input wire [C_HOR_WIDTH - 1 : 0] iHResolution,
        input wire iHPolarity,
        input wire [C_VER_WIDTH - 1 : 0] iVWidth,
        input wire [C_VER_WIDTH - 1 : 0] iVBackPorch,
        input wire [C_VER_WIDTH - 1 : 0] iVFrontPorch,
        input wire [C_VER_WIDTH - 1 : 0] iVResolution,
        input wire iVPolarity,
        input wire iEnVideoPolarity,
        input wire iClkPixel,
        input wire iRst,
        input wire iEn
    );
    wire [C_VER_WIDTH + 1 : 0] vCounter;
    wire [C_VER_WIDTH + 1 : 0] vPeriod;
    wire [C_HOR_WIDTH + 1 : 0] hCounter;
    wire [C_HOR_WIDTH + 1 : 0] hPeriod;
    reg hEnabler;
    reg vEnabler;
    counterFromZeroToLimit #
        (
            .C_WIDTH(C_HOR_WIDTH + 2)
        )HorizontalCounter(
            .oCount(hCounter),
            .iLimit(hPeriod),
            .iClk(iClkPixel),
            .iRst(iRst),
            .iEn(iEn)
        );
    counterFromZeroToLimit #
        (
            .C_WIDTH(C_VER_WIDTH + 2)
        )VerticalCounter(
            .oCount(vCounter),
            .iLimit(vPeriod),
            .iClk(iClkPixel),
            .iRst(iRst),
            .iEn(vEnabler)
        );
    assign vPeriod = iVWidth + iVBackPorch + iVFrontPorch + iVResolution;
    assign hPeriod = iHWidth + iHBackPorch + iHFrontPorch + iHResolution;
    always @(*) begin 
        if((0 <= hCounter) && (hCounter < iHWidth)) begin
            oHSynch = iHPolarity;
        end else begin 
            oHSynch = ~iHPolarity;
        end    
    end
    always @(*) begin 
        if(((iHWidth + iHBackPorch) <= hCounter) && (hCounter < (iHWidth + iHBackPorch + iHResolution)) &&
        (hEnabler == 1'b1)) begin
            oHAddr = hCounter[C_HOR_WIDTH - 1 : 0] - (iHWidth + iHBackPorch);
        end else begin 
            oHAddr = 0;
        end    
    end     
    always @(*) begin 
        if(((iVWidth + iVBackPorch) <= vCounter) && (vCounter < (iVWidth + iVBackPorch + iVResolution))) begin
            hEnabler = 1'b1;
        end else begin 
            hEnabler = 1'b0;
        end    
    end
    always @(*) begin 
        if(((iHWidth + iHBackPorch) <= hCounter) && (hCounter < (iHWidth + iHBackPorch + iHResolution)) && 
        (hEnabler == 1'b1)) begin
            oEnVideo = iEnVideoPolarity;
        end else begin 
            oEnVideo = ~iEnVideoPolarity;
        end    
    end    
    always @(*) begin 
        if((hCounter == 0)) begin
            vEnabler = 1'b1;
        end else begin 
            vEnabler = 1'b0;
        end    
    end 
    always @(*) begin 
        if((0 <= vCounter) && (vCounter < iVWidth)) begin
            oVSynch = iVPolarity;
        end else begin 
            oVSynch = ~iVPolarity;
        end    
    end    
    always @(*) begin 
        if(((iVWidth + iVBackPorch) <= vCounter) && (vCounter < (iVWidth + iVBackPorch + iVResolution))) begin
            oVAddr = vCounter[C_VER_WIDTH - 1 : 0] - (iVWidth + iVBackPorch);
        end else begin 
            oVAddr = 0;
        end    
    end   
    endmodule
### flow/run.sh
#!/bin/bash
# OpenROAD 26Q1-2900-gdf79404cd8, Yosys 0.63+post, stock flow scripts
make -C /OpenROAD-flow-scripts/flow DESIGN_CONFIG=/design/flow/config.mk WORK_HOME=/design/flow/orfs finish
### flow/config.mk
export PLATFORM = sky130hd
export DESIGN_NAME = lcdTimCtrlCore
export DESIGN_NICKNAME = lcdTimCtrlCore
export VERILOG_FILES = /design/flow/design.v
export SDC_FILE = /design/flow/constraint.sdc
export NUM_CORES = 4
export LEC_CHECK = 1
export CORE_UTILIZATION = 50
### flow/constraint.sdc
current_design lcdTimCtrlCore

set clk_period 9.2
set clk_io_pct 0.2

create_clock -name clk0 -period $clk_period [get_ports {iClkPixel}]

set non_clock_inputs [all_inputs -no_clocks]
set_input_delay [expr $clk_period * $clk_io_pct] -clock clk0 $non_clock_inputs
set_output_delay [expr $clk_period * $clk_io_pct] -clock clk0 [all_outputs]
==> design notes <==
The routed design could run at a clock period as short as 8.884 ns. The post-route clock period utilization was 0.9657; the final RePlAce weighted congestion was 0.8782. In this run the remaining antenna-violating nets after routing total 0.

Setup repair after global routing left no endpoint under its margin. The number of flip-flops and latches in the synthesized netlist works out to 20. The commonest register cell after synthesis is sky130_fd_sc_hd__dfrtp_1.

Hold analysis shows the worst path with a depth of 2. Starting DRC count in detailed routing: 165. The endpoint identified for the worst register-to-register timing path is VerticalCounter.oCount[7]$_DFFE_PN0P_. The library cell appearing most often on the critical path was sky130_fd_sc_hd__ha_1. The clock edge transition at the registers on the reported setup and hold paths was 0.05 ns; the TritonCTS buffer count was 3. TritonRoute reported its final design rule violation total as 0. The logs give 2 for the count of synthesis-stage warnings from yosys and 11960 um for the HPWL reported at the end of detailed placement.

The first-pass iteration count of the detailed router came out at 4. Worst setup path category: in -> out. In the synthesized netlist, the number of instances is 712. The analysis reports a worst IR drop on VDD of 0.0001152 V. The number of maximum-capacitance constraint violations is 0.

The die is 113.5 um wide. Walking the worst path, the cells encountered are clkdlybuf4s50_1 -> ha_1 -> inv_1 -> fa_2 -> inv_1 -> ha_1 -> a21o_1 -> a21oi_1 -> nor2b_1 -> o21a_1 -> or4_1 -> o311ai_1 -> xor2_1 -> ha_1 -> a21o_1 -> a21oi_1 -> o21ai_0 -> o21ai_2 -> nand3_4 -> or4_4 -> buf_4 -> xor2_1 -> clkdlybuf4s50_1. STA lists the maximum fanout along the critical path as 6.

For the routed via count, the log shows 5124. Total power normalized to cell area comes to 243.2 nW/um^2. In this run the full chip footprint comes out at 12880 um^2. For this block, the routed nets add up to 13330 um of wire. The boundary pin count came out at 89. Per the post-run analysis, buffers plus inverters along the critical path come to 5. The run gives 13.56 um for the post-detailed-route wirelength per cell. The tools report the max-slew headroom at the worst pin as 0.4656.

With the global-route usage over all layers at 0.2293, the sequential share of the synthesized area is 0.08052. The mean post-synth cell area was 8.730 um^2. The run gives 0 for the post-CTS setup buffer count. Adding up every negative setup slack in the final design gives 0 ns. TritonCTS built the clock tree. CTS reports a maximum clock tree buffer depth of 2. The worst stage delay on the critical path is 0.55 ns. In the layout the commonest cells are sky130_fd_sc_hd__ha_1, sky130_fd_sc_hd__clkdlybuf4s50_1, sky130_fd_sc_hd__inv_1. Antenna cell count: 0. After layout, the design draws a total of 0.001824 W. The number of cells on the worst reg-to-reg path came out at 7. With the deepest level of the CTS H-tree at 1, the count of library flops with an enable pin is 0. For the worst-skew pair, the clock arrives at the later sink with an insertion delay of 0.25 ns. The required time of the critical path was 7.36 ns. The startpoint of the tightest hold check path is HorizontalCounter.oCount[0]$_DFFE_PN0P_. Most common logic cell in the routed design: sky130_fd_sc_hd__ha_1. The fraction of the core area occupied by cells at floorplan was 0.5154; the height of the die was 113.5 um. STA lists the startpoint of the worst register-to-register path as VerticalCounter.oCount[1]$_DFFE_PN0P_.

Entering global routing, the biggest net connects 21 pins. The area overhead of the layout relative to synthesis was 20.65%; the via count of the first global-routing pass was 5172. The first global-routing pass estimated 23270 um of wire. For reference, the final report shows the max-slew violation count at 0.

The static power due to leakage was 3.606 nW; the count of buffers from port buffering was 88. The tools report the total cells reported by yosys after synthesis as 712. The final-report setup violation count came out at 0. The cell sitting at the root of the clock tree is a sky130_fd_sc_hd__clkbuf_16. Worst min-delay path class: reg -> reg.

Startpoint type of the worst setup path: a primary input. The async set or reset register ratio after synthesis works out to 1.000. Share of final-layout standard cells stronger than drive strength 1: 0.04540. Critical path capture point type: an output port. In this run, distinct cell masters in the synthesized netlist total 58.

On the critical path the data arrives at 7.04 ns. Using the TritonRoute via totals, the vias-per-cell ratio works out to 5.213. The worst-case clock skew was 0.002466 ns. The tools report the initial antenna violation count as 0. The flow ran to the end, and the final reports show no timing, DRC or antenna violations. The flow reports an fmax of 0.1126 GHz.

The run gives 0 as the count of hold-fix buffers inserted at cts. The clock net sink count is 20. End of the worst hold path: HorizontalCounter.oCount[0]$_DFFE_PN0P_. In this run the standard cell core region covers 12060 um^2. In this run the cell area of the synthesized design comes to 6216 um^2. Per the GRT congestion report, total overflow comes to 0. The worst-path cell with the longest stage delay is sky130_fd_sc_hd__or4_4. Counting endpoints that fail hold in the final report gives 0. The kind of cell adding the most delay to the critical path was buffers and inverters.

Across all register-to-register paths, the minimum setup slack is 6.95 ns. According to the floorplan log, the row count is 40. The pin closest to its max-slew limit shows a slew of 0.7813 ns. The OpenROAD warning count works out to 59. The chip area line in the Yosys stat output reads 6216 um^2.
## cells in the mapped netlist, types with 3 or more instances
cell type,instances,share of area
sky130_fd_sc_hd__a2111oi_0,5,0.0070
sky130_fd_sc_hd__a211oi_1,6,0.0072
sky130_fd_sc_hd__a21o_1,30,0.036
sky130_fd_sc_hd__a21oi_1,47,0.038
sky130_fd_sc_hd__and3_1,7,0.0070
sky130_fd_sc_hd__and4_1,3,0.0042
sky130_fd_sc_hd__clkbuf_1,4,0.0024
sky130_fd_sc_hd__dfrtp_1,20,0.081
sky130_fd_sc_hd__fa_1,36,0.12
sky130_fd_sc_hd__ha_1,152,0.31
sky130_fd_sc_hd__inv_1,79,0.048
sky130_fd_sc_hd__nand2_1,24,0.014
sky130_fd_sc_hd__nand2b_1,15,0.015
sky130_fd_sc_hd__nand3_1,8,0.0064
sky130_fd_sc_hd__nand4_1,10,0.010
sky130_fd_sc_hd__nor2_1,39,0.024
sky130_fd_sc_hd__nor2b_1,16,0.016
sky130_fd_sc_hd__nor3_1,21,0.017
sky130_fd_sc_hd__nor3b_1,3,0.0036
sky130_fd_sc_hd__o21a_1,13,0.016
sky130_fd_sc_hd__o21ai_0,32,0.026
sky130_fd_sc_hd__o21bai_1,5,0.0060
sky130_fd_sc_hd__o31ai_1,3,0.0036
sky130_fd_sc_hd__or2_2,4,0.0040
sky130_fd_sc_hd__or3_1,5,0.0050
sky130_fd_sc_hd__or4_1,3,0.0036
sky130_fd_sc_hd__xnor2_1,57,0.080
sky130_fd_sc_hd__xor2_1,26,0.037
## kinds of logic after synthesis
| logic type | Yosys count | share of synthesized area |
|---|---|---|
| AND-OR/OR-AND | 165 | 0.1745 |
| XOR/XNOR | 83 | 0.1169 |
| adder cells (fa/ha/maj) | 188 | 0.4219 |
| buffers and inverters | 84 | 0.05193 |
| flip-flops | 20 | 0.08052 |
| multiplexers | 2 | 0.003221 |
| AND/OR/NAND/NOR | 170 | 0.1510 |
## metrics by stage
stage               instance area [um^2]    util  std cells  setup WS [ns]  hold slack [ns]
finish                              7500  0.6218        983         0.3159           0.6171
global route                        7500  0.6218        983        0.01587           0.6931
CTS                                 7483  0.6204        983        0.09531           0.6281
detailed placement                  7408  0.6142        980         0.1373           0.6171
global placement                    7408  0.6142        980         0.2028           0.6090
floorplan                           6216       -        712          1.446           0.5451
## layer usage
layer	track usage	up-vias	part of all wire
met5	0	-	0
met4	0.03158	0	0.015
met3	0.01245	10	0.026
met2	0.4354	71	0.52
met1	0.2951	2321	0.44
li1	-	2722	-
## what timing repair did
action / in CTS / in global routing
setup endpoints to repair: 0 / 9
endpoints found under the hold margin: 0 / 0
resized: 0 / 5
## registers in the layout (all words and copies together), names as in the netlist
name / count
HorizontalCounter.oCount: 10
VerticalCounter.oCount: 10
## worst register-to-register path, delay by kind of cell (launching register included)
kind                     cells  cell delay, ns
AND-OR/OR-AND                4            0.77
adder cells (fa/ha/maj)      1            0.35
flip-flops                   1            0.53
AND/OR/NAND/NOR              2            0.48
## power by group
| part | internal [W] | switching (W) |
|---|---|---|
| registers | 0.000120 | 0.0000858 |
| clock network | 0.0000572 | 0.0000291 |
| logic | 0.000789 | 0.000743 |
## layout make-up
type	count	area [um^2]
sequential	20	500.5
fill	1065	4562
clock buffer	3	75.07
multi-input combinational	608	5409
tap	168	210.2
timing repair buffer	105	1008
inverter	79	296.5
## how the worst max path moves through the flow
stage                 startpoint       end  slack (ns)  depth (start not counted)
after CTS             iVWidth[0]  oEnVideo         0.1                         25
after global routing  iVWidth[0]  oEnVideo        0.02                         23
final                 iVWidth[0]  oEnVideo        0.32                         23
Power figures rest on the tool's default switching activity, not on a simulated workload.
